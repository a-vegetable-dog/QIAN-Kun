==> design.v <==
module SIMD(
input [11:0] instruction,
input clk,
input rst,
output [31:0] outputvalue
);
reg [15:0] register[0:15];
reg [11:0]command;  
reg [1:0]bitwidth;  
reg add_en,sub_en,mux_en,shiftlg_en,mac_en,shiftam_en,and_en,or_en,xor_en,not_en;  
reg [3:0]fa,fb,fc;  
reg [15:0]execute_H,execute,mux_H;  
reg [3:0]wbnum,wb;
wire [15:0] add_out,sub_out,mux_out_H,mux_out_L,and_out,or_out,xor_out,not_out,shifam_out,shiflg_out;  
always @(posedge clk)
begin
  if(rst) begin
            command<=12'b0;
            bitwidth<=2'b0;
            add_en<=0; sub_en<=0; mux_en<=0; mac_en<=0; shiftlg_en<=0; shiftam_en<=0; and_en<=0; or_en<=0; xor_en<=0; not_en<=0;
            fa<=4'b0; fb<=4'b0; fc<=4'b0;
            execute<=16'b0;
            wbnum<=4'b0;
            register[0]<=16'b0;  
            register[1]<=16'b0001_1000_1000_0100;   
            register[2]<=16'b1110_0110_0110_1100;
            register[3]<=16'b0;
            register[4]<=16'b0010_0111_0100_1100;
            register[5]<=16'b1101_1000_1000_0101;
            register[6]<=16'b0;
            register[7]<=16'b0;
            register[8]<=16'b0001_0110_0100_1010;
            register[9]<=16'b1111_1010_1010_0100;
            register[10]<=16'b0;
            register[11]<=16'b0;
            register[12]<=16'b0;
            register[13]<=16'b0001_1000_1000_0100;
            register[14]<=16'b0;
            register[15]<=16'b0;
          end
  else begin
        command<=instruction;
        bitwidth<=command[7:6];
        add_en<=((command[11:8]==4'd0)? 1'b1:1'b0);
        sub_en<=((command[11:8]==4'd1)? 1'b1:1'b0);
        mux_en<=((command[11:8]==4'd2)? 1'b1:1'b0);
        mac_en<=((command[11:8]==4'd3)? 1'b1:1'b0);
        shiftlg_en<=((command[11:8]==4'd4)? 1'b1:1'b0);
        shiftam_en<=((command[11:8]==4'd6)? 1'b1:1'b0);
        and_en<=((command[11:8]==4'd8)? 1'b1:1'b0);
        or_en<=((command[11:8]==4'd9)? 1'b1:1'b0);
        xor_en<=((command[11:8]==4'd10)? 1'b1:1'b0);
        not_en<=((command[11:8]==4'd11)? 1'b1:1'b0);
        fa<={command[7:6],command[1:0]};
        fb<={command[7:6],command[3:2]};
        fc<={command[7:6],command[5:4]};
        execute <= add_en? add_out:(sub_en? sub_out:(mux_en? mux_out_L:(mac_en? mux_out_L:(shiftlg_en? shiflg_out:(
                  shiftam_en? shifam_out:(and_en? and_out:(or_en? or_out:(xor_en? xor_out:(not_en? not_out:0)))))))));
        execute_H <=(mux_en|mac_en)? mux_out_H:16'b0;
        wbnum <= fc;
        register[wbnum] <=execute;
        mux_H<=execute_H;
        wb<=wbnum;
  end
end
add    a(.dataA(register[fa]),.dataB(register[fb]),.bitnum(bitwidth),.sum(add_out));
sub    b(.dataA(register[fa]),.dataB(register[fb]),.bitnum(bitwidth),.sub(sub_out));
multi mu(.A(register[fa]),.B(register[fb]),.dataC(register[fc]),.select(mac_en),.bitnum(bitwidth),.multi_H(mux_out_H),.multi_L(mux_out_L));
AND   an(.dataA(register[{fb[1:0],fa[1:0]}]),.dataB(register[fc]),.out(and_out));
OR     o(.dataA(register[{fb[1:0],fa[1:0]}]),.dataB(register[fc]),.out(or_out));
XOR   xo(.dataA(register[{fb[1:0],fa[1:0]}]),.dataB(register[fc]),.out(xor_out));
NOT   no(.dataA(register[{fb[1:0],fa[1:0]}]),.out(not_out));
am_shifter am(.datain(register[fa]),.right(fb[0]),.bitnum(bitwidth),.dataout(shifam_out));
lg_shifter lg(.datain(register[fa]),.right(fb[0]),.bitnum(bitwidth),.dataout(shiflg_out));
assign outputvalue = {mux_H,register[wb]};
endmodule
module add(
input [15:0] dataA,
input [15:0] dataB,
input [1:0] bitnum,
output [15:0] sum
);
wire [3:0] d0,d1,d2,d3,d4,d5,d6,d7;
wire [4:0] c0,c1,c2,c3;
assign d0 = dataA[3:0];
assign d1 = dataA[7:4];
assign d2 = dataA[11:8];
assign d3 = dataA[15:12];
assign d4 = dataB[3:0];
assign d5 = dataB[7:4];
assign d6 = dataB[11:8];
assign d7 = dataB[15:12];
assign c0[4:0]= d0 + d4;
assign c1[4:0]= (bitnum==2'b00)? (d1+ d5)       : (d1+ d5+ c0[4]);
assign c2[4:0]= (bitnum==2'b10)? (d2+ d6+ c1[4]): (d2+ d6);
assign c3[4:0]= (bitnum==2'b00)? (d3+ d7)       : (d3+ d7+ c2[4]);
assign sum={c3[3:0],c2[3:0],c1[3:0],c0[3:0]};
endmodule
module am_shifter(
input [15:0] datain,
input right,
input [1:0] bitnum,
output [15:0]dataout
);
wire [14:0]	right_temp = datain[15:1];
wire [14:0] left_temp = datain[14:0];
wire [15:0] data_temp = (right==1'b1)? {datain[15], right_temp} : {left_temp, 1'b0};
assign  dataout[3:0] = {(bitnum == 2'b00)? {(right==1'b1)?datain[3]:data_temp[3], data_temp[2:0]} :{data_temp[3:0]}};
assign  dataout[7:4] = {(bitnum == 2'b10)? {data_temp[7]} : {(right==1'b1)?datain[7]:
                         data_temp[7]},data_temp[6:5],(bitnum == 2'b00)? {right&data_temp[4]} : {data_temp[4]} };
assign  dataout[11:8] = {(bitnum == 2'b00)? {(right==1'b1)?datain[11]:data_temp[11]} :
                          data_temp[11],data_temp[10:9],(bitnum == 2'b10)? {data_temp[8]} : {right&data_temp[8]} };
assign  dataout[15:12]= {data_temp[15:13],(bitnum == 2'b00)? {right&data_temp[12]} : {data_temp[12]} };
endmodule
module AND(
input [15:0] dataA, dataB,
output [15:0] out
);
assign out[0]=dataA[0]&dataB[0];
assign out[1]=dataA[1]&dataB[1];
assign out[2]=dataA[2]&dataB[2];
assign out[3]=dataA[3]&dataB[3];
assign out[4]=dataA[4]&dataB[4];
assign out[5]=dataA[5]&dataB[5];
assign out[6]=dataA[6]&dataB[6];
assign out[7]=dataA[7]&dataB[7];
assign out[8]=dataA[8]&dataB[8];
assign out[9]=dataA[9]&dataB[9];
assign out[10]=dataA[10]&dataB[10];
assign out[11]=dataA[11]&dataB[11];
assign out[12]=dataA[12]&dataB[12];
assign out[13]=dataA[13]&dataB[13];
assign out[14]=dataA[14]&dataB[14];
assign out[15]=dataA[15]&dataB[15];
endmodule
module OR(
input [15:0] dataA, dataB,
output [15:0] out
);
assign out[0]=dataA[0]|dataB[0];
assign out[1]=dataA[1]|dataB[1];
assign out[2]=dataA[2]|dataB[2];
assign out[3]=dataA[3]|dataB[3];
assign out[4]=dataA[4]|dataB[4];
assign out[5]=dataA[5]|dataB[5];
assign out[6]=dataA[6]|dataB[6];
assign out[7]=dataA[7]|dataB[7];
assign out[8]=dataA[8]|dataB[8];
assign out[9]=dataA[9]|dataB[9];
assign out[10]=dataA[10]|dataB[10];
assign out[11]=dataA[11]|dataB[11];
assign out[12]=dataA[12]|dataB[12];
assign out[13]=dataA[13]|dataB[13];
assign out[14]=dataA[14]|dataB[14];
assign out[15]=dataA[15]|dataB[15];
endmodule
module XOR(
input [15:0] dataA, dataB,
output [15:0] out
);
assign out[0]=(dataA[0]==dataB[0])?1'b0:1'b1;
assign out[1]=(dataA[1]==dataB[1])?1'b0:1'b1;
assign out[2]=(dataA[2]==dataB[2])?1'b0:1'b1;
assign out[3]=(dataA[3]==dataB[3])?1'b0:1'b1;
assign out[4]=(dataA[4]==dataB[4])?1'b0:1'b1;
assign out[5]=(dataA[5]==dataB[5])?1'b0:1'b1;
assign out[6]=(dataA[6]==dataB[6])?1'b0:1'b1;
assign out[7]=(dataA[7]==dataB[7])?1'b0:1'b1;
assign out[8]=(dataA[8]==dataB[8])?1'b0:1'b1;
assign out[9]=(dataA[9]==dataB[9])?1'b0:1'b1;
assign out[10]=(dataA[10]==dataB[10])?1'b0:1'b1;
assign out[11]=(dataA[11]==dataB[11])?1'b0:1'b1;
assign out[12]=(dataA[12]==dataB[12])?1'b0:1'b1;
assign out[13]=(dataA[13]==dataB[13])?1'b0:1'b1;
assign out[14]=(dataA[14]==dataB[14])?1'b0:1'b1;
assign out[15]=(dataA[15]==dataB[15])?1'b0:1'b1;
endmodule
module NOT(
input [15:0] dataA,
output [15:0] out
);
assign out[0]=!dataA[0];
assign out[1]=!dataA[1];
assign out[2]=!dataA[2];
assign out[3]=!dataA[3];
assign out[4]=!dataA[4];
assign out[5]=!dataA[5];
assign out[6]=!dataA[6];
assign out[7]=!dataA[7];
assign out[8]=!dataA[8];
assign out[9]=!dataA[9];
assign out[10]=!dataA[10];
assign out[11]=!dataA[11];
assign out[12]=!dataA[12];
assign out[13]=!dataA[13];
assign out[14]=!dataA[14];
assign out[15]=!dataA[15];
endmodule
module lg_shifter(
input [15:0]datain,
input right,
input [1:0] bitnum,
output [15:0]dataout
);
wire [14:0]	right_temp = datain[15:1];
wire [14:0] left_temp = datain[14:0];
wire [15:0] data_temp = (right==1'b1)? {1'b0, right_temp} : {left_temp, 1'b0};
assign  dataout[3:0] = {(bitnum == 2'b00)? {(!right)&data_temp[3], data_temp[2:0]} : {data_temp[3:0]}};
assign  dataout[7:4] = {(bitnum == 2'b10)? {data_temp[7]} : {(!right)&data_temp[7]},
                        data_temp[6:5], (bitnum == 2'b00)? {right&data_temp[4]} : {data_temp[4]} };
assign  dataout[11:8] = {(bitnum == 2'b00)? {(!right)&data_temp[11]} : data_temp[11],
                        data_temp[10:9],(bitnum == 2'b10)? {data_temp[8]} : {right&data_temp[8]} };
assign  dataout[15:12]= {data_temp[15:13], (bitnum == 2'b00)? {right&data_temp[12]} : {data_temp[12]} };
endmodule										  
module multi(
input [15:0] A,
input [15:0] B,
input [15:0] dataC,
input [1:0] bitnum,
input select,
output [15:0] multi_H,
output [15:0] multi_L
);
wire [15:0] m0,m1,m2,m3,m4,m5,m6,m7,m8,m9,m10,m11,m12,m13,m14,m15;
wire [31:0] c0,c1,c2;
assign m0 = B[0]? A : 0;
assign m1 = B[1]? A : 0;
assign m2 = B[2]? A : 0;
assign m3 = B[3]? A : 0;
assign m4 = B[4]? A : 0;
assign m5 = B[5]? A : 0;
assign m6 = B[6]? A : 0;
assign m7 = B[7]? A : 0;
assign m8 = B[8]? A : 0;
assign m9 = B[9]? A : 0;
assign m10 = B[10]? A : 0;
assign m11 = B[11]? A : 0;
assign m12 = B[12]? A : 0;
assign m13 = B[13]? A : 0;
assign m14 = B[14]? A : 0;
assign m15 = B[15]? A : 0;
assign c0[7:0]  = {m0[3]  ,m0[3]  ,m0[3]  ,m0[3:0]}   + {m1[3],  m1[3],  m1[3:0],   1'b0}+ {m2[3],  m2[3:0],   2'b0}+ {B[3]? (~m3[3:0]+1):m3[3:0],      3'b0}+ {select? (dataC[3]?4'hf:4'b0):4'b0,select?dataC[3:0]:4'b0};
assign c0[15:8] = {m4[7]  ,m4[7]  ,m4[7]  ,m4[7:4]}   + {m5[7],  m5[7],  m5[7:4],   1'b0}+ {m6[7],  m6[7:4],   2'b0}+ {B[7]? (~m7[7:4]+1):m7[7:4],      3'b0}+ {select? (dataC[7]?4'hf:4'b0):4'b0,select?dataC[7:4]:4'b0};
assign c0[23:16]= {m8[11] ,m8[11] ,m8[11] ,m8[11:8]}  + {m9[11], m9[11], m9[11:8],  1'b0}+ {m10[11],m10[11:8], 2'b0}+ {B[11]?(~m11[11:8]+1):m11[11:8],  3'b0}+ {select? (dataC[11]?4'hf:4'b0):4'b0,select?dataC[11:8]:4'b0};
assign c0[31:24]= {m12[15],m12[15],m12[15],m12[15:12]}+ {m13[15],m13[15],m13[15:12],1'b0}+ {m14[15],m14[15:12],2'b0}+ {B[15]?(~m15[15:12]+1):m15[15:12],3'b0}+ {select? (dataC[15]?4'hf:4'b0):4'b0,select?dataC[15:12]:4'b0};
assign c1[15:0] = {m0[7]?7'h7f:7'h0,m0[7:0]}   +{m1[7]?6'h3F:6'h0,m1[7:0],1'b0}   + {m2[7]?5'h1f:5'h0,m2[7:0],2'b00}    + {m3[7]?4'hf:4'h0,m3[7:0],3'b0}+
				   {m4[7]?3'h7:3'h0, m4[7:0],4'b0}     +{m5[7]?2'h3:2'h0,m5[7:0],5'b0}     +{m6[7],m6[7:0],6'b0}     +{B[7]?(~m7[7:0]+1):m7[7:0],7'b0}      +{select? (dataC[7]?8'hff:8'b0):8'b0,select?dataC[7:0]:8'b0};
assign c1[31:16]= {m8[15]?7'h7f:7'h0,m8[15:8]} +{m9[15]?6'h3F:6'h0,m9[15:8],1'b0} + {m10[15]?5'h1f:5'h0,m10[15:8],2'b00}+ {m11[15]?4'hf:4'h0,m11[15:8],3'b0}+
				   {m12[15]?3'h7:3'h0, m12[15:8],4'b0} +{m13[15]?2'h3:2'h0,m13[15:8],5'b0} +{m14[15],m14[15:8],6'b0} +{B[15]?(~m15[15:8]+1):m15[15:8],7'b0} +{select? (dataC[15]?8'hff:8'b0):8'b0,select?dataC[15:8]:8'b0};
assign c2 = {m0[15]? 15'h7fff:15'h0,m0}       +{m1[15]? 14'h3fff:14'h0, m1,1'b0}  +{m2[15]? 13'h1fff:13'h0,m2 ,2'b0} +{m3[15]? 12'hfff:12'h0,m3,3'b0}
	       +{m4[15]? 11'h7ff :11'h0,m4 ,4'b0} +{m5[15]? 10'h3ff :10'h0, m5,5'b0}  +{m6[15]?  9'h1ff : 9'h0,m6 ,6'b0} +{m7[15]?  8'hff :8'h0, m7,7'b0}
           +{m8[15]?  7'h7f  : 7'h0,m8 ,8'b0} +{m9[15]?  6'h3f  : 6'h0, m9,9'b0}  +{m10[15]? 5'h1f  : 5'h0,m10,10'b0}+{m11[15]? 4'hf  :4'h0, m11,11'b0}
           +{m12[15]? 3'h7   : 3'h0,m12,12'b0}+{m13[15]? 2'h3   : 2'h0, m13,13'b0}+{m14[15]? 1'h1   : 1'h0,m14,14'b0}+{B[15]?(~m15+1):m15,15'b0}+{select? (dataC[15]?16'hffff:16'b0):16'b0,select?dataC:16'b0};
assign multi_H=bitnum[1]? c2[31:16]:(bitnum[0]? c1[31:16]:c0[31:16]);
assign multi_L=bitnum[1]? c2[15:0]:(bitnum[0]? c1[15:0]:c0[15:0]);
endmodule
module sub(
input [15:0] dataA,
input [15:0] dataB,
input [1:0] bitnum,
output [15:0] sub
);
wire [4:0] c0,c1,c2,c3;
wire [3:0] d0,d1,d2,d3,d4,d5,d6,d7;
wire [15:0] negB;
assign negB = ~dataB;
assign d0 = dataA[3:0];
assign d1 = dataA[7:4];
assign d2 = dataA[11:8];
assign d3 = dataA[15:12];
assign d4 = negB[3:0];
assign d5 = negB[7:4];
assign d6 = negB[11:8];
assign d7 = negB[15:12];
assign c0[4:0]= d0 + d4 +2'b01;
assign c1[4:0]= (bitnum==2'b00)? (d1+ d5 +2'b01):(d1+ d5 + c0[4]);
assign c2[4:0]= (bitnum==2'b10)? (d2+ d6 +c1[4]):(d2+ d6 +2'b01);
assign c3[4:0]= (bitnum==2'b00)? (d3+ d7 +2'b01):(d3+ d7 + c2[4]);
assign sub = {c3[3:0],c2[3:0],c1[3:0],c0[3:0]};
endmodule
==> run.sh <==
#!/bin/bash
# OpenROAD 26Q1-2900-gdf79404cd8, Yosys 0.63+post, stock flow scripts
make -C /OpenROAD-flow-scripts/flow DESIGN_CONFIG=/design/flow/config.mk WORK_HOME=/design/flow/orfs finish
==> config.mk <==
export PLATFORM = sky130hd
export DESIGN_NAME = SIMD
export DESIGN_NICKNAME = SIMD
export VERILOG_FILES = /design/flow/design.v
export SDC_FILE = /design/flow/constraint.sdc
export NUM_CORES = 4
export LEC_CHECK = 1
export CORE_UTILIZATION = 50
==> constraint.sdc <==
current_design SIMD

set clk_period 19.2
set clk_io_pct 0.2

create_clock -name clk0 -period $clk_period [get_ports {clk}]

set non_clock_inputs [all_inputs -no_clocks]
set_input_delay [expr $clk_period * $clk_io_pct] -clock clk0 $non_clock_inputs
set_output_delay [expr $clk_period * $clk_io_pct] -clock clk0 [all_outputs]
==> GITHUB_STEP_SUMMARY <==
### Yosys + OpenROAD results

| Metric | Value |
|---|---|
| Top area cell types | `fa_1 (23%), edfxtp_1 (22%), mux4_2 (18%)` |
| Power, Total | `0.00566 W` |
| Die width | `284 microns` |
| Yosys Warn Count | `1` |
| Post-route clock period utilization | `0.532` |
| Clock Skews | `0.0622 ns` |
| Via density | `6.07` |
| Flip-flops with a built-in enable | `292` |
| Placer Congestion | `1.01` |
| Clk latency late pin | `0.63 ns` |
| Antenna-violating nets left | `0` |
| Largest net degree at the start of global routing | `95` |
| Core area | `0.0780 sq mm` |
| Leakage power | `17.3 nW` |
| Critical path capture point type | `flop` |
| Worst slew pin tran | `0.932 ns` |
| Max cap viols | `0` |
| Via count | `27,500` |
| Post-synth regs | `346` |
| Internal | `0.00297 W` |
| Net Sw Frac | `0.475` |
| Distinct cells, synth | `78` |
| Adder-Cell Fraction of Synth Area | `0.288` |
| P per Cell Area | `132 mW/mm^2` |
| Setup TNS | `0 ns` |
| CTS buffer count | `41` |
| Initial DRC count | `1,734` |
| CTS root buf | `clkbuf_16` |
| Log Warnings | `59` |
| Synthesized area per cell | `11.4 sq um` |
| First-pass GRT wire length | `193,000 microns` |
| DRT Pass-1 Iters | `6` |
| Ys cells | `3,466` |
| Num rows | `102` |
| Final setup violation count | `0` |
| Seq/Total Area, Yosys | `0.248` |
| Setup Fix Bufs, Post-CTS | `0` |
| RSZ-0062 raised after global routing | `no` |
| Global-route usage over all layers | `0.358` |
| HPWL after DPL | `95,600 microns` |
| Critical Path AT | `10.59 ns` |
| Most frequent CP cell | `fa_1` |
| Vias in the first global route | `30,100` |
| Mapped Cells | `3,466` |
| Crit path time final | `10.21 ns` |
| Slowest CP cell | `mux4_2` |
| # port buffers | `45` |
| Complex Gates by Area | `0.0577` |
| CP startpoint kind | `flop` |
| Yosys xor share | `0.0331` |
| Post-cts hold buffer count | `0` |
| Clk slew on worst S/H paths | `0.06 ns` |
| Worst hold path type | `reg2reg` |
| Die area | `0.0805 sq mm` |
| GRT overflow | `0` |
| CP top delay family | `adder cells` |
| Slowest stage delay, CP | `0.77 ns` |
| Async SR Flop Fraction | `0` |
| Slew HR | `0.379` |
| Hold Vio Cnt, Final | `0` |
| # clock sinks | `346` |
| Yosys chip area | `0.0397 sq mm` |
| Area Growth Syn to Fin | `7.95%` |
| MUX area fraction | `0.190` |
| CTS resizes | `0` |
| Max rail drop VDD | `0.204 mV` |
| Top cell type by total area after synthesis | `fa_1` |
| Clock power share | `0.143` |
| Status | `completed` |
| Max frequency | `97.9 MHz` |
| Floorplan Utilization | `0.509` |
| Crit Path Max Fanout | `35` |
| Ports | `46` |
| AND/OR/NAND/NOR Cells, Area Fraction | `0.110` |
| Psw | `0.00269 W` |
| Post-Route WL | `128,000 microns` |
| # DRC | `0` |
| Logic family by area | `adder cells` |
| Initial antenna violation count | `5` |
| Cell area after synthesis | `0.0397 sq mm` |
| Max-slew violation count | `0` |
| Clock Tree Buf Depth | `3` |
| Dominant register cell | `edfxtp_1` |
| Buf+Inv Stages, Crit Path | `7` |
| Die height | `284 microns` |
| CP required | `19.58 ns` |
| Layout cells sized above 1 | `0.160` |
| Logic pwr share | `0.699` |
| Critical path class | `reg2reg` |
| DR WL/cell | `28.2 microns` |
| Share of power burned in registers | `0.158` |
| CTS H-Tree Depth | `2` |
| Top-area cell share | `0.228` |
| End-of-flow core utilization | `0.549` |
| CTS tree | `done` |
-- worst paths after layout --
kind	start	endpoint	slack, ns	depth (start not counted)
max reg2reg	flop	execute_H[14]	8.99	30
max	flop	execute_H[14]	8.99	30
min reg2reg	execute_H[15]	mux_H[15]	0.42	0
min	execute_H[15]	mux_H[15]	0.42	0
-- metrics by stage --
step / instances / setup slack (ns) / hold WS (ns) / area, sq um
4_1_cts: 4527 / 8.97 / 0.418 / 42800
3_3_place_gp: 4451 / 8.99 / 0.403 / 41400
6_report: 4528 / 8.99 / 0.417 / 42800
3_5_place_dp: 4451 / 9.02 / 0.405 / 41400
5_1_grt: 4527 / 8.42 / 0.420 / 42800
2_1_floorplan: 3466 / 10.74 / 0.400 / 39700
-- layer usage --
metal  vias to the layer above  track usage  wire [microns]
li1                      11800            -               -
met1                     13800        0.474           44300
met2                      1521        0.533           60200
met3                       317        0.181           16600
met4                         8        0.137            6550
met5                         -      0.00774              94
-- area by class of cell --
cell class              count  area [sq um]
diodes                      1          2.50
well taps                1040          1300
repair buffers            145          1210
clock buffers              54          1150
flip-flops and latches    346          9880
clock inverters            22           258
fillers                  6501         35100
inverters                 541          2030
multi-input cells        2379         27000
-- cells in the mapped netlist (26+ instances only) --
library cell	count
a211oi_1	45
a21oi_1	98
and2_1	223
buf_1	27
buf_2	34
clkbuf_1	128
dfxtp_1	54
edfxtp_1	292
fa_1	451
ha_1	192
inv_1	528
mux4_2	316
nand2_1	248
nand3_1	29
nor2_1	239
nor2b_1	35
nor3_1	26
o21ai_0	52
or3_1	37
xnor2_1	122
xor2_1	28
-- power groups by stage --
stage	logic (W)	registers [W]	clock network (W)
finish	0.00395	0.000895	0.000812
global route	0.00447	0.000901	0.000850
CTS	0.00397	0.000895	0.000824
-- kinds of logic after synthesis --
| family | after synthesis |
|---|---|
| and+or+nand+nor | 897 |
| muxes | 357 |
| xor gates and xnor gates | 150 |
| buffers and inverters | 741 |
| adders and majority gates | 643 |
| AOI/OAI and AO/OA | 332 |
| DFF | 346 |
-- state kept, by name, summed over array words and instances (netlist names), 2 cells and up, named ones only --
signal     flops
register     256
execute       16
execute_H     16
mux_H         16
command       12
wb             4
wbnum          4
bitwidth       2
fb             2
fc             2
-- cells in the final DEF (no fill, tap or decap), drive strengths merged, types with 6 or more instances in the layout --
cell type / count
inv: 537
dfxtp: 54
nor2b: 35
a21oi: 99
clkbuf: 54
clkinv: 23
nand3: 29
o211ai: 6
a31oi: 16
ha: 192
a21o: 25
edfxtp: 292
a221oi: 16
mux2i: 25
buf: 101
or3: 37
o21ai: 60
mux4: 316
nor2: 243
nor3: 27
xor2: 28
nand2b: 25
nand4: 6
a22o: 8
clkdlybuf4s50: 44
fa: 451
a211oi: 47
nand2: 250
o21bai: 6
mux2: 16
and2: 223
xnor2: 122
No activity file was given, so power comes from the tool's default toggle rates.
